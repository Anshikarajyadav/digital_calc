$ cat ./design.v
module GCD_FSM (
    input clk,
    input rst,
    input start,
    input [3:0] A_in, 
    input [3:0] B_in,
    output reg done,
    output reg [3:0] GCD,
    output reg error
);
    localparam IDLE = 2'b00,
               CALC = 2'b01,
               DONE = 2'b10;
    reg [3:0] A, B;
    reg [1:0] state;
    reg [3:0] nextA, nextB;
    always @(posedge clk or posedge rst) begin
        if (rst) begin
            state <= IDLE;
            A <= 0;
            B <= 0;
            GCD <= 0;
            done <= 0;
            error <= 0;
        end else begin
            case (state)
                IDLE: begin
                    done <= 0;
                    error <= 0;
                    if (start) begin
                        if (A_in == 0 && B_in == 0) begin
                            error <= 1;
                            GCD <= 4'b1111;
                            done <= 1;
                            state <= DONE;
                        end else begin
                            A <= A_in;
                            B <= B_in;
                            state <= CALC;
                        end
                    end
                end
                CALC: begin
                    if (B == 0) begin
                        GCD <= A;
                        done <= 1;
                        state <= DONE;
                    end else begin
                        nextA = B;
                        nextB = A % B;
                        A <= nextA;
                        B <= nextB;
                    end
                end
                DONE: begin
                    if (!start)
                        state <= IDLE;
                end
            endcase
        end
    end
endmodule
$ cat ./run.sh
#!/bin/bash
# OpenROAD 26Q1-2900-gdf79404cd8, Yosys 0.63+post, stock flow scripts
make -C /OpenROAD-flow-scripts/flow DESIGN_CONFIG=/design/flow/config.mk WORK_HOME=/design/flow/orfs finish
$ cat ./config.mk
export PLATFORM = sky130hd
export DESIGN_NAME = GCD_FSM
export DESIGN_NICKNAME = GCD_FSM
export VERILOG_FILES = /design/flow/design.v
export SDC_FILE = /design/flow/constraint.sdc
export NUM_CORES = 4
export LEC_CHECK = 1
export CORE_AREA = 10 10 100 100
export DIE_AREA = 0 0 110 110
$ cat ./constraint.sdc
current_design GCD_FSM

set clk_period 5.7
set clk_io_pct 0.2

create_clock -name clk0 -period $clk_period [get_ports {clk}]

set non_clock_inputs [all_inputs -no_clocks]
set_input_delay [expr $clk_period * $clk_io_pct] -clock clk0 $non_clock_inputs
set_output_delay [expr $clk_period * $clk_io_pct] -clock clk0 [all_outputs]
==> Changelog: implementation <==
### Changed

- Synth Seq Share: 0.328
- Critical path's slowest cell: or4b_1
- Diodes inserted: 0
- Number of global-route vias before repair: 1,056
- Clock Sinks: 17
- Largest type area fraction: 0.308
- Clk root buf: clkbuf_8
- # IOs: 17
- Worst-path clk slew: about 0.06 ns
- Distinct lib cells: 43
- Min Tclk post-route: about 4.8 ns
- Global-route usage over all layers: 0.0495
- Dominant register cell: dfrtp_1
- Outcome: complete, no violations
- Most used routing layer: met2
- Crit path kind: flip-flop to flip-flop
- R2r startpoint: B[0]
- Cells resized by post-CTS repair: 0
- Layout cells sized above 1: 0.0675
- CP max stage delay: 0.52 ns
- Starting DRT DRC Count: ~47
- Final wirelength: between 2000 and 3000 um
- Num rows: 32
- TritonCTS clock tree: built
- Crit path DRT: ~5.9 ns
- Synth warnings: 1
- M1 GR Usage: 0.0710
- Period utilisation layout: 0.841
- Wire length per cell: roughly 11 um
- Cell family with most CP delay: simple AND/OR/NAND/NOR gates
- Worst-path maximum fanout: 8
- Reg2reg path depth: 20
- Max Slew Vio Count: 0
- Post-CTS setup buffer count: 0
- Yosys chip area: 0.00130 sq mm
- FMAX: about 210 MHz
- Drt drc: 0
- Met3 Use GR: 0.0106
- Routed vias/inst: around 4
- Global route overflow: 0
- Biggest area cells: dfrtp_1, ha_1, a21oi_1
- Crit path buffers/inverters: 2
- Die Size: approximately 0.012 sq mm
- # Cells Yosys: ~150
- DIE WIDTH: roughly 110 um
- CTS H-tree depth: 1
- Die height: around 110 um
- EDFF count, synth: 0
- Syn Area/Cell: 8.97 sq um
- Critical path launch point type: flip-flop
- Reg2Reg Capture Point: B[0]
- Worst hold path type: flip-flop to flip-flop
- Area Overhead vs Synth: 24.9%
- Critical path startpoint: B[0]
- Endpoint class of the critical path: flip-flop
- Late-Pin Clk Latency: 0.25 ns
- Initial antenna violation count: 0
- Global-route wire length before repair: approximately 5000 um
- Num CTS Buffers: 3
- CP Cell Sequence: inv_1 > ha_1 > nor2b_1 > a21oi_1 > a31oi_1 > ha_1 > or4b_1 > a21boi_1 > or4_1 > inv_1 > ha_1 > or4b_1 > a21oi_1 > a21oi_1 > ha_1 > nand2_1 > o21ai_2 > nor2_1 > a2111oi_1 > a311o_1
- Core Area: ~0.0078 sq mm
- Hold_buf cts: 0
- Setup TNS: 0 ns
- Synthesized cell area: 0.00130 sq mm
- Async SR Flop Fraction: 1.00
- Synthesized registers: 17
- Syn Inst Count: roughly 150
- DR vias: roughly 1,100
- Crit path depth: 20
- Most used cell, CP: ha_1
- Worst slew pin tran: ~0.65 ns
- Setup Viol. Count Final: 0
- Largest net degree at the start of global routing: 18
- Global routing met2 resource utilization: 0.0787
- Clock skew: 0.00176 ns
- Worst hold slack: between 0.4 and 0.5 ns
- PortBufs: 16
- Detail Route Antenna Nets: 0
- Pre-antenna DRT Iters: 4
- Tool warnings: 26
- Critical Path End: B[0]
- Pre-Place Util: 0.167
- Clk buf depth: 2
- Max-slew headroom: 0.568
- CP arrival: between 4 and 5 ns
- Final hold vios: 0
- Top Layout Cells: dfrtp_1, clkdlybuf4s50_1, nor2_1, nand2_1, a21oi_1
- Final HPWL from detailed placement: about 2400 um
- Reg2reg setup slack: a little over 0.9 ns
- Routability congestion estimate: slightly above 0.8
- Unrepaired setup endpoints after global routing: no
- Max-cap violations: 0
- Yosys top cell by area: dfrtp_1
[area by class of cell]
| class | count | area, sq um |
|---|---|---|
| Multi-Input combinational cell | 115 | 823 |
| Sequential cell | 17 | 427 |
| Clock buffer | 4 | 45.0 |
| Fill cell | 847 | 6180 |
| Timing Repair Buffer | 16 | 160 |
| Tap cell | 102 | 128 |
| Inverter | 11 | 41.3 |
[routing by layer]
layer | wire length [um] | vias up
met3 | 135 | 2
met5 | 0 | -
met4 | 26 | 0
met2 | 1370 | 15
met1 | 1440 | 499
li1 | - | 566
[registers in the layout, indices dropped and copies added (netlist names)]
signal  count
GCD         4
done        1
state       3
A           4
error       1
B           4
[synth_stat cells (2+ instances only)]
cell	n
dfrtp_1	16
a21oi_1	13
nand2_1	13
nor2_1	13
ha_1	11
inv_1	10
o21ai_0	8
mux2_1	5
mux2i_1	5
o21ai_1	5
nor3_1	3
a211o_1	2
a21o_1	2
a31oi_1	2
nand2b_1	2
nand3_1	2
nor2b_1	2
o21ai_2	2
o31ai_1	2
or4_4	2
or4b_1	2
xor2_1	2
[metrics by stage]
step | instances | util | instance area [sq um] | worst slack [ns]
final | 265 | 0.208 | 1620 | 0.908
after detailed placement | 261 | 0.202 | 1580 | 0.944
after floorplan | 145 | - | 1300 | 1.38
after global placement | 261 | 0.202 | 1580 | 1.03
after CTS | 265 | 0.208 | 1620 | 0.910
after global routing | 265 | 0.208 | 1620 | 0.506
[logic make-up after synthesis]
kind of cell / Yosys count / synth area share
xor gates and xnor gates: 3 / 0.0202
AOI/OAI and AO/OA: 46 / 0.235
adders and majority gates: 12 / 0.121
and+or+nand+nor: 44 / 0.175
buffers and inverters: 13 / 0.0385
muxes: 10 / 0.0818
DFF: 17 / 0.328
[worst min path at each step]
| stage | from | to | depth (start not counted) |
|---|---|---|---|
| after global routing | state[1] | state[0] | 2 |
| after CTS | GCD[0] | GCD[0] | 1 |
| final | GCD[0] | GCD[0] | 1 |
