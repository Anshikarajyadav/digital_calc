==> flow/design.v <==
module booth_multiplier(
    input signed [3:0] multiplicand,
    input signed [3:0] multiplier,
    output reg signed [7:0] product
);
    reg signed [7:0] A, S;
    reg signed [8:0] P;  
    integer i;
    always @* begin
        A = {multiplicand, 4'b0000};          
        S = {-multiplicand, 4'b0000};         
        P = {4'b0000, multiplier, 1'b0};      
        for (i = 0; i < 4; i = i + 1) begin
            case (P[1:0])
                2'b01: P[8:1] = P[8:1] + A;  
                2'b10: P[8:1] = P[8:1] + S;  
                default: ;  
            endcase
            P = {P[8], P[8:1]};
        end
        product = P[8:1];  
    end
endmodule
==> flow/run.sh <==
#!/bin/bash
# OpenROAD 26Q1-2900-gdf79404cd8, Yosys 0.63+post, stock flow scripts
make -C /OpenROAD-flow-scripts/flow DESIGN_CONFIG=/design/flow/config.mk WORK_HOME=/design/flow/orfs finish
==> flow/config.mk <==
export PLATFORM = sky130hd
export DESIGN_NAME = booth_multiplier
export DESIGN_NICKNAME = booth_multiplier
export VERILOG_FILES = /design/flow/design.v
export SDC_FILE = /design/flow/constraint.sdc
export NUM_CORES = 4
export LEC_CHECK = 1
export CORE_AREA = 10 10 70 70
export DIE_AREA = 0 0 80 80
==> flow/constraint.sdc <==
current_design booth_multiplier

set clk_period 5.6
set clk_io_pct 0.2

create_clock -name clk0 -period $clk_period

set non_clock_inputs [all_inputs -no_clocks]
set_input_delay [expr $clk_period * $clk_io_pct] -clock clk0 $non_clock_inputs
set_output_delay [expr $clk_period * $clk_io_pct] -clock clk0 [all_outputs]
==> impl_metrics.json <==
{
  "cp-endpoint": "product[6]",
  "syn_to_final_growth_pct": 84.2,
  "yosys_warnings": 1,
  "drv_slew": 0,
  "avgSynthCellArea_um2": 7.49,
  "synth_cell_types": 20,
  "netlist_logic_family_top": "adder cells",
  "worst_slew_pin_slew_ns": 0.444,
  "io_pins": 16,
  "warning_count": 35,
  "place.gp.congestion": 0.845,
  "rsz0062_at_grt": "yes",
  "crit_fanout": 4,
  "leakage_nw": 0.621,
  "netlist_instances": 94,
  "start_kind": "primary input",
  "post_drt_wl_per_cell_um": 11.1,
  "finalWorstSetupSlack_ns": -0.395,
  "grt_first_pass_wirelength_mm": 3.47,
  "num_rows": 21,
  "outcome": "finished, violations left",
  "cp_cell_sequence": "buf_8, or4_4, nand3_4, inv_4, ha_4, a21oi_4, or4b_4, a32oi_2, inv_1, ha_4, a21oi_2, xnor2_1, nor2_1, xnor2_1, ha_1, buf_6, a21oi_2, xnor2_1, nor2_1, xor2_1, buf_2",
  "synthAoiAreaFrac": 0.188,
  "dp_hpwl_mm": 1.66,
  "n_fill_cell": 328,
  "synthSimpleGateAreaFrac": 0.156,
  "xor_area_frac": 0.187,
  "drt_pass1_iterations": 2,
  "wl_mm": 2.11,
  "diodes": 0,
  "syn_area_um2": 704,
  "max-slew-margin-rel": 0.701,
  "holdWs_ns": 2.95,
  "hold-path-cell-count": 4,
  "flop-count": 0,
  "startpoint": "multiplicand[0]",
  "final_util": 0.380,
  "muxShareOfSynthArea": 0.0799,
  "top_area_cell": "ha_1",
  "grt_pass1_vias": 777,
  "num-clock-buffers": 0,
  "fin_crit_ns": 6.00,
  "crit_type": "in -> out",
  "drc": 0,
  "vias": 805,
  "grt_max_degree": 8,
  "finalSetupViolations": 4,
  "cp_common_cell": "xnor2_1",
  "yosys_cells": 94,
  "cp_slowest_cell": "or4_4",
  "drt_iter0_markers": 40,
  "hold_path.class": "in -> out",
  "detail-route-antenna-nets": 0,
  "die_h_um": 80,
  "yosys_area_um2": 704,
  "cellPowerDensity_nw_per_um2": 192,
  "seq_area_um2": 0,
  "worst_setup_path_end_kind": "output port",
  "top_cell_area_share": 0.213,
  "finalHoldViolations": 0,
  "cp_data_required_time_ns": 4.48,
  "grt-ovfl-total": 0,
  "power_w": 0.000249,
  "synthTopCellsByCount": "12 x ha_1, 12 x inv_1, 9 x nor2_1",
  "postSynthSeqShare": 0,
  "drive_gt1_frac": 0.531,
  "cts_hold_buf": 0,
  "coreArea_um2": 3420,
  "die-area_um2": 6400,
  "logic_area_um2": 791,
  "yosys-top-cells-area": "ha_1 21%, xnor2_1 9.9%, xor2_1 8.7%, fa_1 8.5%, mux2_2 8.0%",
  "ir_worst_vdd_mv": 0.0709,
  "grt_antenna_before_repair": 0,
  "viasPerCell": 4.26,
  "violations": "negative setup slack",
  "port_buffers": 16,
  "dieWidth_um": 80,
  "initCoreUtil": 0.206,
  "cap_violations": 0,
  "ys_sh_adder": 0.298,
  "crit_arrival_ns": 4.88,
  "finalClockPeriodUsage": 1.07,
  "max_freq_mhz": 167,
  "slowest_delay_ns": 0.54,
  "grtUsageTotal": 0.0630
}
-- metal layers --
metal  track usage  share of wire  vias up
li1              -              -      419
met1        0.0950           0.52      380
met2        0.0987           0.45        6
met3       0.00682          0.033        0
met4             0              0        0
met5             0              0        -
-- cells in the final DEF, fill, tap and decap left out, drive strengths merged --
| cell | count |
|---|---|
| buf | 44 |
| inv | 12 |
| ha | 12 |
| nor2 | 9 |
| xnor2 | 8 |
| nand2 | 8 |
| xor2 | 7 |
| clkdlybuf4s50 | 6 |
| o21ai | 6 |
| o31ai | 5 |
| mux2 | 5 |
| a21oi | 4 |
| a21o | 3 |
| nand2b | 3 |
| fa | 3 |
| nand3 | 2 |
| or4 | 1 |
| or4b | 1 |
| a31oi | 1 |
| a32oi | 1 |
| clkbuf | 1 |
| dlygate4sd2 | 1 |
-- layout make-up --
type,count,share of cell area
inverters,12,0.0366
repair buffers,52,0.310
well taps,46,0.0444
multi-input cells,79,0.609
-- worst min-delay path by stage --
stage / from / to
after CTS: multiplicand[3] / product[7]
after global routing: multiplier[0] / product[1]
final: multiplier[0] / product[1]
-- repair_timing --
action | CTS | global route
setup endpoints to repair | 5 | 5
resized | 54 | 8
endpoints found under the hold margin | 0 | 0
setup buffers | 7 | 1
pin swaps | 20 | 11
-- power breakdown --
| group | total [W] | switching (W) | internal (W) |
|---|---|---|---|
| registers | 0 | 0 | 0 |
| logic | 0.000249 | 0.0000967 | 0.000153 |
| clock network | 0 | 0 | 0 |
| total | 0.000249 | 0.0000967 | 0.000153 |
-- cells by family after synthesis --
family                     count (synthesis)
and+or+nand+nor                           24
AOI/OAI and AO/OA                         20
xor gates and xnor gates                  15
adders and majority gates                 15
buffers and inverters                     15
muxes                                      5
-- per-stage QoR --
stage          instances  setup slack [ns]  area, um^2  TNS, ns
2_1_floorplan         94            -0.155         769   -0.203
3_3_place_gp         181             -1.15        1170    -4.82
3_5_place_dp         181             -1.18        1170    -4.97
4_1_cts              188            -0.373        1270    -1.27
5_1_grt              189            -0.593        1300    -2.13
6_report             189            -0.395        1300    -1.33
-- critical path, delay by kind of cell --
kind,cells,cell delay [ns]
buffers and inverters,5,0.47
and+or+nand+nor,5,1.30
xor gates and xnor gates,4,0.59
adders and majority gates,3,0.77
AOI/OAI and AO/OA,4,0.61
Power is estimated from default activity; no workload was simulated.
