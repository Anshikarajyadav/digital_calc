File: /design/flow/run.sh
#!/bin/bash
# OpenROAD 26Q1-2900-gdf79404cd8, Yosys 0.63+post, stock flow scripts
make -C /OpenROAD-flow-scripts/flow DESIGN_CONFIG=/design/flow/config.mk WORK_HOME=/design/flow/orfs finish
File: /design/flow/config.mk
export PLATFORM = sky130hd
export DESIGN_NAME = Restoring_Division
export DESIGN_NICKNAME = Restoring_Division
export VERILOG_FILES = /design/flow/design.v
export SDC_FILE = /design/flow/constraint.sdc
export NUM_CORES = 4
export LEC_CHECK = 1
export CORE_AREA = 10 10 70 70
export DIE_AREA = 0 0 80 80
File: /design/flow/constraint.sdc
current_design Restoring_Division

set clk_period 5.8
set clk_io_pct 0.2

create_clock -name clk0 -period $clk_period

set non_clock_inputs [all_inputs -no_clocks]
set_input_delay [expr $clk_period * $clk_io_pct] -clock clk0 $non_clock_inputs
set_output_delay [expr $clk_period * $clk_io_pct] -clock clk0 [all_outputs]
File: /design/flow/design.v
module Restoring_Division (
    input [3:0] dividend,
    input [3:0] divisor,
    output reg [3:0] quotient,
    output reg [3:0] remainder,
    output reg error
);
    integer i;
    reg [7:0] temp;            
    reg [4:0] rem;             
    always @* begin
        if (divisor == 0) begin
            error = 1'b1;
            quotient = 4'b1111;
            remainder = 4'b1111;
        end else begin
            error = 1'b0;
            quotient = 4'b0000;
            temp = {4'b0000, dividend};  
            for (i = 0; i < 4; i = i + 1) begin
                temp = temp << 1;  
                rem = temp[7:4] - divisor;
                if (rem[4] == 1) begin
                    quotient = quotient << 1;
                end else begin
                    temp[7:4] = rem[3:0];
                    quotient = (quotient << 1) | 1'b1;
                end
            end
            remainder = temp[7:4];  
        end
    end
endmodule
==> summary.log <==
[global_routing] antenna violations before repair 0
[layout] flop count 0
[global_routing] total track usage 5.70%
[min_path] HP Class input port to output pin
[worst_setup_path] Worst path max stage delay 0.36 ns
[detailed_routing] via count 660
[sta] final number of hold-violating endpoints 0
[logic_synthesis] Avg Synthesized Cell Area 8.49 um^2
[pwr] pwr/cell area 192 mW/mm^2
[worst_setup_path] Arrival @ worst endpoint 5.04 ns
[sta] number of failing setup endpoints in the final timing report 5
[floorplanning] effective utilization at floorplan 17.4%
[layout] footprint of the flip-flops and latches 0 um^2
[layout] Fillers 339
[worst_setup_path] Worst setup EP type output pin
[logic_synthesis] post-synthesis sequential area ratio 0%
[detailed_routing] ANT cells 0
[floorplanning] number of rows in the core area 21
[sta] crit share post-route 107%
[run_status] violated checks setup timing
[worst_setup_path] CP Cell Sequence buf_8 -> inv_12 -> ha_4 -> inv_4 -> ha_4 -> nor3b_4 -> mux2_4 -> fa_2 -> nand2b_4 -> o2bb2ai_4 -> nor2_4 -> a21oi_2 -> fa_2 -> nand2b_4 -> a21oi_4 -> a21oi_4 -> fa_2 -> a21o_1 -> a21oi_4 -> buf_6 -> buf_6 -> nand2_2 -> o211ai_1 -> buf_2
[detailed_routing] 1st-iter DRT viols 19
[layout] finished layout cell area 0.00128 mm^2
[logic_synthesis] post-synthesis instance total 70
[placement] HPWL after DPL 1390 um
[worst_setup_path] critical path startpoint category input port
[placement] input/output buffers 17
[worst_setup_path] biggest fanout along the worst timing path 5
[job] number of violations of the max-capacitance limit 0
[detailed_routing] detailed-route wire length 1840 um
[logic_synthesis] synthesized chip area reported by yosys 594 um^2
[pwr] worst vdd rail ir drop 58.9 uV
[layout] layout clock buffer count 0
[floorplanning] width of the die 80 um
[pwr] leak pwr 0.620 nW
[sta] Setup WS post-layout -0.400 ns
[pwr] power consumption 0.245 mW
[run_status] outcome complete, but fails checks
[placement] weighted congestion reported at the end of routability-driven placement 0.762
[floorplanning] top-level port count 17
[sta] Max Freq 0.161 GHz
[worst_setup_path] data required time at the worst endpoint 4.64 ns
[detailed_routing] total iterations of the first detailed-routing run 4
[detailed_routing] antenna-violating nets left 0
[global_routing] via count of the first global-routing pass 706
[clock_network] post-cts hold buffer count 0
[worst_setup_path] CP Class input port to output pin
[global_routing] maximum number of pins on one net before global-route repair 8
[layout] area added between synthesis and finish 115%
[logic_synthesis] yosys cell count 70
[floorplanning] placeable core region 0.00342 mm^2
[floorplanning] die area 0.00640 mm^2
[sta] Min Clock Period, post-route 6.20 ns
[worst_setup_path] cell with the biggest individual delay on the critical path sky130_fd_sc_hd__fa_2
[detailed_routing] drt wl/cell 10.7 um
[global_routing] global-route wire length before repair 3110 um
[layout] fraction of layout instances using a drive strength above 1 63.5%
[logic_synthesis] number of warnings printed during yosys synthesis 1
[job] number of warnings the tools reported 35
[detailed_routing] DR vias/cell 3.84
[placement] worst slack at placement -1.43 ns
[placement] placed instance area 0.00110 mm^2
[sta] Final Max Tran Viols 0
[detailed_routing] DRC Markers 0
[global_routing] total overflow reported by the global router 0
[layout] commonest cells after routing, fill and taps aside sky130_fd_sc_hd__buf_4, sky130_fd_sc_hd__ha_1, sky130_fd_sc_hd__inv_1, sky130_fd_sc_hd__clkdlybuf4s50_1, sky130_fd_sc_hd__buf_6
[logic_synthesis] Syn Std Cell Area 594 um^2
[layout] combinational gate area 687 um^2
[logic_synthesis] Distinct lib cells used 32
[sta] RSZ-0062 raised after global routing yes
[floorplanning] Die H 80 um
[layout] most frequent logic cell in the layout sky130_fd_sc_hd__buf_4
## cells in the mapped netlist
cell	n	area [um^2]
sky130_fd_sc_hd__a21o_1	2	15.0
sky130_fd_sc_hd__o211ai_1	2	15.0
sky130_fd_sc_hd__a21oi_2	3	26.3
sky130_fd_sc_hd__o21ai_0	1	5.00
sky130_fd_sc_hd__nor2b_1	1	6.26
sky130_fd_sc_hd__ha_1	12	150
sky130_fd_sc_hd__or4_1	1	7.51
sky130_fd_sc_hd__nand2b_1	1	6.26
sky130_fd_sc_hd__nor2_2	1	6.26
sky130_fd_sc_hd__xnor2_1	1	8.76
sky130_fd_sc_hd__conb_1	1	3.75
sky130_fd_sc_hd__inv_2	1	3.75
sky130_fd_sc_hd__mux2_4	1	15.0
sky130_fd_sc_hd__xor2_1	3	26.3
sky130_fd_sc_hd__nand2b_2	1	8.76
sky130_fd_sc_hd__nand2b_4	1	13.8
sky130_fd_sc_hd__a211oi_1	1	7.51
sky130_fd_sc_hd__a211o_1	1	8.76
sky130_fd_sc_hd__a21oi_1	3	15.0
sky130_fd_sc_hd__o21a_1	1	7.51
sky130_fd_sc_hd__buf_2	1	5.00
sky130_fd_sc_hd__nor3b_2	1	12.5
sky130_fd_sc_hd__fa_1	3	60.1
sky130_fd_sc_hd__o2bb2ai_4	1	27.5
sky130_fd_sc_hd__and2_2	1	7.51
sky130_fd_sc_hd__or2_1	1	6.26
sky130_fd_sc_hd__inv_1	9	33.8
sky130_fd_sc_hd__nor2_1	4	15.0
sky130_fd_sc_hd__o221ai_1	1	8.76
sky130_fd_sc_hd__o211ai_2	1	12.5
sky130_fd_sc_hd__nand2_1	7	26.3
sky130_fd_sc_hd__mux2i_4	1	22.5
## metrics by stage
stage	TNS (ns)	util [%]	hold WS, ns	std cells
floorplan	-0.596	-	2.41	70
global placement	-7.14	32.2	3.29	157
detailed placement	-7.33	32.2	3.30	157
CTS	-2.10	35.2	2.84	167
global route	-2.79	37.5	2.89	172
finish	-1.78	37.5	2.83	172
## area by class of cell
cell class	instances	area share, %
multi-input cells	59	53.7
well taps	46	4.50
repair buffers	57	37.7
inverters	10	4.11
## worst paths after layout
check	startpoint	to	slack, ns	depth (start not counted)
setup / recovery	dividend[3]	remainder[0]	-0.40	24
hold / removal	divisor[0]	remainder[0]	2.83	5
## routing by layer
layer	routed length, um	global-route usage [%]
met3	96	0.795
met1	958	8.14
met5	0	0
met4	0	0
met2	786	9.39
## cells by family (layout without fill, tap and decap cells)
family | count (synthesis) | in the layout | synth area share [%]
adder cells (fa/ha/maj) | 15 | 15 | 35.4
multiplexers | 2 | 2 | 6.31
buffers and inverters | 11 | 67 | 7.16
AND-OR/OR-AND | 17 | 17 | 25.1
AND/OR/NAND/NOR | 20 | 20 | 19.6
other | 1 | 1 | 0.631
XOR/XNOR | 4 | 4 | 5.90
## power by group
part	switching [mW]	internal (mW)
sequential	0	0
combinational	0.0969	0.149
clock	0	0
total	0.0969	0.149
## timing repair
item | in CTS | in global routing
pin swaps | 13 | 4
endpoints found under the setup margin | 6 | 6
setup buffers | 10 | 5
gates cloned | 0 | 0
gates resized | 42 | 8
## critical path: cells and delay by family
family | cells | cell delay [ns]
compound gates | 7 | 1.05
fa+ha+maj | 5 | 1.33
buf+inv | 6 | 0.51
mux | 1 | 0.33
simple gates | 5 | 0.65
Power is estimated from default activity; no workload was simulated.
